==> /design/flow/design.v <==
`timescale 1 ns/1 ns
module ALU #(parameter P_DATA = 8)(a, b, r, z);
input [P_DATA-1:0] a;
input [P_DATA-1:0] b;
output [P_DATA-1:0] r;
output z;
assign r = $signed(a) - $signed(b);
assign z = ($signed($signed(a) - $signed(b)) <= 0) ? 1 : 0;
endmodule
module CONTROLLER (clk, selop, awe, bwe, ramwe, pcwe);
input clk;
output reg selop, awe, bwe, ramwe, pcwe;
reg [1:0] state = 0;
initial begin
    selop = 0;
    awe = 0;
    bwe = 0;
    ramwe = 0;
    pcwe = 0;
end
always @(posedge clk) begin
    case (state)
        0: begin
            selop <= 0;
            awe <= 1;
            bwe <= 0;
            ramwe <= 0;
            pcwe <= 0;
        end
        1: begin
            selop <= 1;
            awe <= 0;
            bwe <= 1;
            ramwe <= 0;
            pcwe <= 0;
        end
        2: begin
            selop <= 0;
            awe <= 0;
            bwe <= 0;
            ramwe <= 1;
            pcwe <= 0;
        end
        3: begin
            selop <= 0;
            awe <= 0;
            bwe <= 0;
            ramwe <= 0;
            pcwe <= 1;
        end 
    endcase
    state = state + 1;
end
endmodule
`timescale 1 ns/1 ns
module CORE #(parameter P_ADDR = 8, P_DATA = 8, P_RAM_MEM = 256, P_ROM_MEM = 256)(clk, inp, oup);
input clk;
input [P_DATA-1:0] inp;
output [P_DATA-1:0] oup;
wire alu_zero;
wire [P_DATA-1:0] alu_a_in, alu_b_in;
wire [P_DATA-1:0] alu_result;
wire pc_write_enable;
wire [P_ADDR-1:0] pc_in;
wire [P_ADDR-1:0] pc_out;
REGISTER #(P_ADDR) pc (clk, pc_write_enable, pc_in, pc_out);
wire [3 + P_ADDR + P_ADDR + P_ADDR - 1:0] instruction;
ROM #(P_ADDR, 3 + (P_ADDR * 3), P_ROM_MEM) imem (pc_out, instruction);
wire [P_ADDR-1:0] pc_incremented;
INC #(P_DATA) pc_incrementer (pc_out, pc_incremented);
wire imm, exw, exr;
wire [P_ADDR-1:0] a_addr, b_addr, jump_target;
INDEC #(P_ADDR) instruction_decoder (instruction, imm, exw, exr, a_addr, b_addr, jump_target);
MUX #(P_DATA) pc_mux (alu_zero, pc_incremented, jump_target, pc_in);
wire selop;
wire [P_ADDR-1:0] ram_addr;
MUX #(P_DATA) ram_addr_mux (selop, a_addr, b_addr, ram_addr);
wire ram_write_enable;
wire [P_DATA-1:0] ram_data_out;
RAM #(P_ADDR, P_DATA, P_RAM_MEM) dmem (clk, ram_write_enable, ram_addr, alu_result, ram_data_out);
wire a_reg_write_enable;
wire [P_DATA-1:0] a_reg_value;
REGISTER #(P_DATA) a_reg (clk, a_reg_write_enable, ram_data_out, a_reg_value);
wire b_reg_write_enable;
wire [P_DATA-1:0] b_reg_value;
REGISTER #(P_DATA) b_reg (clk, b_reg_write_enable, ram_data_out, b_reg_value);
MUX #(P_DATA) a_mux (exr, a_reg_value, inp, alu_a_in);
MUX #(P_DATA) b_mux ((exr || exw || imm), b_reg_value, b_addr, alu_b_in);
ALU #(P_DATA) alu (alu_a_in, alu_b_in, alu_result, alu_zero);
wire [P_DATA-1:0] port_value;
MUX #(P_DATA) port_mux (exw, 8'b0, alu_result, port_value);
REGISTER #(P_DATA) port_register (clk, (ram_write_enable && exw), port_value, oup);
CONTROLLER controller(clk, selop, a_reg_write_enable, b_reg_write_enable, ram_write_enable, pc_write_enable);
endmodule
`timescale 1 ns/1 ns
module SUBLEQ(clk, inp, oup);
localparam A = 8;
localparam D = 8;
localparam I_MEM = 16; 
localparam D_MEM = 256;
input clk;
input [D-1:0] inp;
output [D-1:0] oup;
CORE #(A, D, D_MEM, I_MEM) core (clk, inp, oup);
endmodule
`timescale 1 ns/1 ns
module INC #(parameter P_DATA = 8) (d, q);
input [P_DATA-1:0] d;
output [P_DATA-1:0] q;
assign q = d + 1;
endmodule
`timescale 1 ns/1 ns
module INDEC #(parameter P_ADDR = 8)(inst, imm, exw, exr, a, b, jt);
input [3 + (P_ADDR * 3) - 1:0] inst;
output imm, exw, exr;
output [P_ADDR-1:0] a, b, jt;
assign imm = inst[P_ADDR*3+2];
assign exw = inst[P_ADDR*3+1];
assign exr = inst[P_ADDR*3];
assign a = inst[(P_ADDR*3)-1:P_ADDR*2];
assign b = inst[(P_ADDR*2)-1:P_ADDR];
assign jt = inst[P_ADDR-1:0];
endmodule
`timescale 1 ns/1 ns
module MUX #(parameter P_DATA = 8) (sel, a, b, q);
input sel;
input [P_DATA-1:0] a, b;
output [P_DATA-1:0] q;
assign q = (sel == 1) ? b : a;
endmodule 
`timescale 1 ns/1 ns
module RAM #(parameter P_ADDR = 8, P_DATA = 8, P_MEM = 256)(clk, rw, addr, din, dout);
input clk, rw;
input [P_ADDR-1:0] addr;
input [P_DATA-1:0] din;
output reg [P_DATA-1:0] dout = 0;
reg [P_DATA-1:0] storage [P_MEM-1:0];
genvar i;
generate
    for(i = 0; i < P_MEM; i = i + 1) begin
        initial storage[i] = 0;
    end
endgenerate
always @(posedge clk) begin
    if (rw) begin
        storage[addr] <= din;
    end else begin
        dout <= storage[addr];
    end
end
endmodule
module REGISTER #(parameter P_DATA = 8) (clk, we, din, dout);
input clk, we;
input [P_DATA-1:0] din;
output [P_DATA-1:0] dout;
reg [P_DATA-1:0] val = 0;
always @(posedge clk) begin
    if (we == 1) begin
        val <= din;
    end
end
assign dout = val;
endmodule
`timescale 1 ns/1 ns
module ROM #(parameter P_ADDR = 8, P_DATA = 8, P_MEM = 256)(addr, data);
input [P_ADDR-1:0] addr;
output [P_DATA-1:0] data;
reg [P_DATA-1:0] storage [P_MEM-1:0];
initial begin
    storage[0] = 27'b100000000001000001000000001;  
    storage[1] = 27'b001000001000000000000000010;  
    storage[2] = 27'b010000001000000000000000011;  
    storage[3] = 27'b000000000000000000000000011;  
    storage[4] = 27'b000000000000000000000000000; 
    storage[5] = 27'b000000000000000000000000000; 
    storage[6] = 27'b000000000000000000000000000; 
    storage[7] = 27'b000000000000000000000000000;
    storage[8] = 27'b000000000000000000000000000; 
    storage[9] = 27'b000000000000000000000000000; 
    storage[10] = 27'b000000000000000000000000000; 
    storage[11] = 27'b000000000000000000000000000;
    storage[12] = 27'b000000000000000000000000000;
    storage[13] = 27'b000000000000000000000000000;
    storage[14] = 27'b000000000000000000000000000;
    storage[15] = 27'b000000000000000000000000000;
end
assign data = storage[addr];
endmodule
==> /design/flow/run.sh <==
#!/bin/bash
# OpenROAD 26Q1-2900-gdf79404cd8, Yosys 0.63+post, stock flow scripts
make -C /OpenROAD-flow-scripts/flow DESIGN_CONFIG=/design/flow/config.mk WORK_HOME=/design/flow/orfs finish
==> /design/flow/config.mk <==
export PLATFORM = sky130hd
export DESIGN_NAME = SUBLEQ
export DESIGN_NICKNAME = SUBLEQ
export VERILOG_FILES = /design/flow/design.v
export SDC_FILE = /design/flow/constraint.sdc
export NUM_CORES = 4
export LEC_CHECK = 1
export CORE_UTILIZATION = 50
==> /design/flow/constraint.sdc <==
current_design SUBLEQ

set clk_period 6.5
set clk_io_pct 0.2

create_clock -name clk0 -period $clk_period [get_ports {clk}]

set non_clock_inputs [all_inputs -no_clocks]
set_input_delay [expr $clk_period * $clk_io_pct] -clock clk0 $non_clock_inputs
set_output_delay [expr $clk_period * $clk_io_pct] -clock clk0 [all_outputs]
==> CHANGELOG.md <==
### Physical design

* Status: complete, no violations
* FP Rows at 27
* Maximum clock rate at approximately 240 MHz
* Crit path capture type: register
* Post-synthesis cell count at 192
* Vias in the first global route at around 1.6k
* Worst setup path start: inp[0]
* Hold Crit Class: register to register
* Flops out of synthesis at between 60 and 70
* Largest net degree at the start of global routing at 19
* Hold_buf cts at 0
* Most frequent cells in the layout: edfxtp_1, ha_1, clkdlybuf4s50_1
* Yosys aoi share at 0.05066
* WL final at ~4600 um
* Total tool warning count at 33
* Vias per inst at 5.183
* First-pass GRT wire length at approximately 7800 um
* Pwr/cell area at between 200 and 250 mW/mm^2
* Die width at 77.37 um
* Area of the mapped netlist at between 0.002 and 0.003 mm^2
* Grt ovf at 0
* Avg Cell Area, Syn at about 15 um^2
* Die H at 77.37 um
* Simple share at 0.07489
* RSZ-0062 raised after global routing: no
* GPL Wtd Cong at between 0.8 and 0.9
* Most frequent logic cell in the layout: edfxtp_1
* Slew margin rel. at 0.5934
* Clock sink total at between 60 and 70
* FP Util at 0.5158
* H-tree levels at 3
* Vias post-DR at roughly 1.5k
* Layout cells sized above 1 at 0.1256
* DRT iter0 DRCs at 66
* Worst Setup Start Kind: input pin
* Register-to-register setup slack at roughly 2.7 ns
* IO buf count at 16
* I/O pins at 17
* CORE AREA at around 0.0055 mm^2
* Period utilization at 0.6281
* Worst EP arrival at between 4 and 5 ns
* Post-route antenna net violation count at 0
* Setup tns final at 0 ns
* Top logic family: adder cells
* VDD IR max at 0.1563 mV
* Worst-path clk slew at roughly 0.070 ns
* Chip area at 0.005986 mm^2
* Crit path time final at around 4.1 ns
* Seq share, synth at 0.6767
* Number of max-cap violations at 0
* Post-cts sizing count at 0
* Clk_skew at ~0.0055 ns
* Residual DRC count at 0
* Crit path DRT at 6.59 ns
* Layout area overhead at 16.39%
* Router iterations before antenna repair at 4
* Final hold violation count at 0
* Max-slew violations at 0
* Clk buf depth at 2
* Total Routing Usage GR at 0.1873
* Max incr delay on CP at between 0.5 and 0.6 ns
* DP Wirelength at ~3300 um
* CP Cell Sequence: clkdlybuf4s50_1 -> mux2i_1 -> ha_1 -> fa_1 -> nand2b_1 -> a21oi_1 -> a21o_1 -> a21oi_1 -> xnor2_1 -> o41ai_2 -> mux2_2
* Logic area at around 850 um^2
* CTS tree: done
* Total CTS buffers at 9
* # setup viols final at 0
* Yosys xor share at 0.02775
* Worst Path Max Fanout at 5
* Post-Synth Adder-Cell Area at 0.08194
* Crit Reg-Reg Startpoint: core.pc.val[0]
* CP max-delay cell: o41ai_2
* Worst Max-Slew Pin Slew at ~0.61 ns
* Post-CTS setup buffers at 0
* Reg area at a little under 0.002 mm^2
* Fill count at ~410
* Worst skew pair latency at between 0.3 and 0.4 ns
* WL/cell at between 15 and 20 um
* N_diodes at 0
* YS chip area at approximately 0.0028 mm^2
* Hold Crit Start: core.dmem.dout[6]
* Final core occ at 0.6003
* Leak pwr at approximately 1.2 nW
* MUX share of area at 0.06300
* Crit-path most repeated cell: a21oi_1
* Synthesis Warnings at 4
* # Cells Yosys at between 150 and 200
* Root buf cell: clkbuf_8
* Synth unique cells at 33
* WS Path Type: input pin to register
* Initial antenna violation count at 0
## registers in the layout (all words and copies together) (netlist names)
name                    flops
core.dmem.storage          24
core.a_reg.val              8
core.b_reg.val              8
core.dmem.dout              8
core.port_register.val      8
core.pc.val                 4
core.controller.state       2
core.controller.awe         1
core.controller.bwe         1
core.controller.pcwe        1
core.controller.ramwe       1
## worst max-delay path, delay by kind of cell
kind,cells,cell delay (ns)
fa+ha+maj,2,0.63
buf+inv,1,0.46
xor+xnor,1,0.23
simple gates,1,0.16
mux,2,0.47
compound gates,4,0.92
## cell families (layout without fill, tap and decap cells)
| group | after synthesis | after routing |
|---|---|---|
| xor+xnor | 9 | 9 |
| flops | 66 | 66 |
| fa+ha+maj | 18 | 18 |
| simple gates | 43 | 43 |
| compound gates | 22 | 22 |
| buf+inv | 17 | 48 |
| mux | 17 | 17 |
## cell type report
type	instances	area share
sequential	66	0.5814
multi-input combinational	109	0.2581
timing repair buffer	19	0.05526
clock buffer	10	0.03861
tap	72	0.02725
clock inverter	6	0.02460
inverter	13	0.01476
## path summary, 6_finish.rpt
check | cells past startpoint | endpoint
max | 11 | core.pc.val[0]
min | 0 | core.a_reg.val[6]
max reg2reg | 14 | core.pc.val[0]
min reg2reg | 0 | core.a_reg.val[6]
## power breakdown
| group | internal [W] | switching (W) | total, W |
|---|---|---|---|
| Sequential | 0.000456 | 0 | 0.000456 |
| Clock | 0.000213 | 0.000146 | 0.000359 |
| Combinational | 0.00000420 | 0.000000636 | 0.00000483 |
| Total | 0.000673 | 0.000147 | 0.000820 |
## layer usage
| layer | up-vias | wire (um) | global-route usage | share of wire |
|---|---|---|---|---|
| li1 | 749 | - | - | - |
| met1 | 729 | 2065 | 0.3083 | 0.45 |
| met2 | 42 | 2154 | 0.2814 | 0.47 |
| met3 | 9 | 305 | 0.06332 | 0.066 |
| met4 | 0 | 85 | 0.02642 | 0.018 |
| met5 | - | 0 | 0 | 0 |
## cells in the mapped netlist
cell | instances | area (um^2)
xnor2_1 | 5 | 43.79
nor2_4 | 1 | 11.26
mux2_2 | 7 | 78.83
mux2i_1 | 10 | 100.1
nor3_1 | 3 | 15.01
o21ai_0 | 10 | 50.05
a21oi_1 | 3 | 15.01
a21o_1 | 3 | 22.52
nor2b_1 | 1 | 6.260
clkbuf_1 | 3 | 11.26
and2_1 | 3 | 18.77
nor3b_1 | 1 | 7.510
dfxtp_1 | 6 | 120.1
fa_1 | 1 | 20.02
a22oi_1 | 1 | 7.510
nand3_1 | 1 | 5.000
inv_1 | 13 | 48.80
edfxtp_1 | 60 | 1802
buf_6 | 1 | 11.26
and2_4 | 1 | 8.760
o31ai_1 | 1 | 7.510
a221o_1 | 1 | 10.01
ha_1 | 17 | 212.7
a22o_1 | 1 | 8.760
xor2_1 | 4 | 35.03
o41ai_2 | 1 | 16.27
nand2_1 | 14 | 52.55
and3_1 | 3 | 18.77
a31oi_1 | 1 | 6.260
nand4_1 | 1 | 6.260
nor4b_1 | 1 | 8.760
nor2_1 | 11 | 41.29
nand2b_1 | 2 | 12.51
## per-stage QoR
stage / instance area [um^2] / power, W / std cells / hold WS, ns / setup WS [ns]
6_report: 3306 / 0.0008198 / 295 / 0.4467 / 2.418
2_1_floorplan: 2840 / 0.0004648 / 192 / 0.4200 / 2.810
3_3_place_gp: 3097 / 0.0004696 / 279 / 0.4251 / 2.149
5_1_grt: 3306 / 0.0008434 / 295 / 0.4540 / 2.211
4_1_cts: 3306 / 0.0008254 / 295 / 0.4483 / 2.407
3_5_place_dp: 3097 / 0.0004696 / 279 / 0.4351 / 2.056
Power and IR drop assume default switching activity.
